--- /design/flow/constraint.sdc ---
current_design tri_wave

set clk_period 2.9
set clk_io_pct 0.2

create_clock -name clk0 -period $clk_period [get_ports {clk}]

set non_clock_inputs [all_inputs -no_clocks]
set_input_delay [expr $clk_period * $clk_io_pct] -clock clk0 $non_clock_inputs
set_output_delay [expr $clk_period * $clk_io_pct] -clock clk0 [all_outputs]
--- /design/flow/config.mk ---
export PLATFORM = sky130hd
export DESIGN_NAME = tri_wave
export DESIGN_NICKNAME = tri_wave
export VERILOG_FILES = /design/flow/design.v
export SDC_FILE = /design/flow/constraint.sdc
export NUM_CORES = 4
export LEC_CHECK = 1
export CORE_AREA = 10 10 104 104
export DIE_AREA = 0 0 114 114
--- /design/flow/run.sh ---
#!/bin/bash
# OpenROAD 26Q1-2900-gdf79404cd8, Yosys 0.63+post, stock flow scripts
make -C /OpenROAD-flow-scripts/flow DESIGN_CONFIG=/design/flow/config.mk WORK_HOME=/design/flow/orfs finish
--- /design/flow/design.v ---
`timescale 1ns / 1ps
module tri_wave (
    input clk,
    input reset,
    input [7:0] max_val,
    output reg [7:0] wave_out
);
reg [7:0] counter;
reg direction;
always @(posedge clk or posedge reset) begin
    if (reset) begin
        counter <= 0;
        direction <= 0;
        wave_out <= 0;
    end else begin
        if (direction == 0) begin
            if (counter < max_val) begin
                counter <= counter + 1;
            end else begin
                direction <= 1;
                counter <= counter - 1;
            end
        end else begin
            if (counter > 0) begin
                counter <= counter - 1;
            end else begin
                direction <= 0;
                counter <= counter + 1;
            end
        end
        wave_out <= counter;
    end
end
endmodule
==> reports/qor.csv <==
stage,metric,value,unit
floorplanning,std cell rows,34,
clock_network,CTS root buffer,clkbuf_8,
final_timing,Layout Skew,0.00454,ns
yosys,Synth Area in Simple Gates,21.0,%
global_routing,GRT busiest layer,met2,
clock_network,H-tree depth,1,
power,Power Density,810,nW/um2
setup_path,worst-case reg-to-reg path depth,6,
yosys,post-synthesis cell type count,27,
cells_and_area,Layout fillers,984,
yosys,#FFs+latches synth,17,
setup_path,arrival time worst endpoint,2.55,ns
setup_path,CP Class,in2reg,
global_routing,grt total ovfl,0,
placement,DP Wirelength,1.72,mm
status,status,"complete, no violations",
yosys,Synth area leader,dfrtp_1,
min_path,Hold Path Origin,counter[7],
drt,post-route ant nets,0,
run,Max Cap Viol,0,
power,maximum VDD drop,0.000185,V
min_path,Worst Hold Class,reg2reg,
clock_network,CTS Hold Bufs,0,
yosys,Adder Area Share,12.5,%
yosys,yosys stat chip area,1000,um2
global_routing,met3 Use GR,1.01,%
drt,Pre-antenna DRT Iters,4,
floorplanning,Die W,114,um
setup_path,WP buf/inv,2,
yosys,Post-Synthesis Cells,107,
yosys,post-synthesis sequential area ratio,42.4,%
setup_path,FF-to-FF End,counter[7],
floorplanning,# IOs,18,
placement,input/output buffers,17,
global_routing,first-pass GRT wire length,3.97,mm
min_path,Worst Hold Depth,0,
global_routing,number of global-route vias before repair,783,
clock_network,Clock transition at path regs,0.07,ns
setup_path,CP Cell Sequence,clkdlybuf4s50_1 > inv_1 > ha_1 > a211o_1 > a31oi_1 > o211a_1 > mux2_2 > xnor2_1,
drt,routed len/inst,9.73,um
setup_path,Worst R2R Start,counter[2],
setup_path,crit-path max FO,5,
floorplanning,Die Area,13000,um2
global_routing,antenna violations before repair,0,
setup_path,CP Launch Type,primary input,
final_timing,endpoints failing hold,0,
drt,Post-Route WL,2.28,mm
clock_network,Max Root-Sink Buffers,2,
placement,GP Congestion,0.761,
cells_and_area,Register Area,425,um2
setup_path,crit-path max cell delay,0.46,ns
clock_network,CTS Buf Count,3,
final_timing,fin crit share,83.3,%
floorplanning,starting density of the core,11.5,%
setup_path,Worst R2R Setup Slack,0.71,ns
global_routing,largest net degree at the start of global routing,18,
setup_path,slowest cell on the critical path,clkdlybuf4s50_1,
drt,via count,800,
power,leakage,0.589,nW
yosys,cell total in the yosys stat output,107,
clock_network,PostCTS Resize Cnt,0,
clock_network,clk latency late pin,0.25,ns
drt,antenna cell count,0,
floorplanning,CORE AREA,8680,um2
yosys,"area share, top type",42.4,%
floorplanning,die height,114,um
cells_and_area,Logic area,509,um2
yosys,MUX share of area,1.12,%
yosys,"Cell Area, Synth",1000,um2
setup_path,Worst path top cell family by delay,AND-OR/OR-AND gates,
min_path,Worst Hold End,wave_out[7],
yosys,Synth Area in XOR/XNOR,1.75,%
final_timing,# setup viols final,0,
global_routing,global-route track usage on met2,5.73,%
drt,Residual DRC,0,
final_timing,Worst-Margin Slew,0.673,ns
final_timing,RSZ-0062 raised after global routing,false,
clock_network,CTS tree,yes,
cells_and_area,layout cells sized above 1,8.73,%
final_timing,fmax,414,MHz
yosys,Synth Area in Compound Gates,14.5,%
yosys,top cells by area,"dfrtp_1 42%, ha_1 12%, a211o_1 6.1%",
cells_and_area,Layout Area Growth over Synthesis,34.3,%
clock_network,setup bufs post-CTS,0,
drt,Vias/cell,3.42,
setup_path,critical path capture point type,register,
run,OpenROAD warning count,27,
setup_path,Worst Path Required,3.04,ns
global_routing,Total Routing Usage GR,3.60,%
cells_and_area,most frequent cells in the layout,"17 x dfrtp_1, 17 x clkdlybuf4s50_1, 12 x inv_1",
power,overall power,1.09,mW
final_timing,Worst slew margin,55.1,%
yosys,Ys Warns,1,
final_timing,final max-slew violation count,0,
final_timing,setup TNS,0,ns
yosys,comb area leader,simple AND/OR/NAND/NOR gates,
drt,drt initial violations,39,
global_routing,GRT met1 Usage,4.77,%
yosys,Avg Inst Size Synth,9.37,um2
final_timing,Tmin final,2.41,ns
clock_network,CTS Sinks,17,
## cells by family after synthesis
group / count (synthesis)
compound gates: 20
xor+xnor: 2
fa+ha+maj: 10
buf+inv: 16
flops: 17
mux: 1
simple gates: 41
## per-layer routing
layer	vias up	routed length, um
li1	410	-
met1	369	993
met2	19	1060
met3	2	177
met4	0	40
met5	-	0
## stage by stage
stage / instance area, um2 / instances / setup WS (ns) / util (%) / hold WS (ns)
after CTS: 1350 / 234 / 0.475 / 15.5 / 0.461
final: 1350 / 234 / 0.486 / 15.5 / 0.459
after global placement: 1300 / 230 / 0.273 / 15.0 / 0.468
after detailed placement: 1300 / 230 / 0.214 / 15.0 / 0.454
after floorplan: 1000 / 107 / 0.808 / - / 0.376
after global routing: 1350 / 234 / 0.364 / 15.5 / 0.490
## power breakdown
part | internal (mW) | leakage, nW | switching, mW
sequential | 0.337 | 0.201 | 0.131
combinational | 0.272 | 0.363 | 0.170
clock | 0.0954 | 0.0255 | 0.0847
## worst reg2reg max path, stage by stage, from the launching register on
cell and delay (ns):
dfrtp_1 0.57, ha_1 0.32, a211o_1 0.29, a31oi_1 0.17, o211a_1 0.24, mux2_2 0.36, xnor2_1 0.12
## worst max path at each step
stage / to / cells past startpoint / startpoint / slack, ns
4_1_cts: counter[7] / 8 / max_val[2] / 0.47
6_report: counter[7] / 8 / max_val[2] / 0.49
5_1_grt: counter[7] / 8 / max_val[2] / 0.36
## state kept, by name, indices dropped and copies added, names as in the netlist
name / count
counter: 8
wave_out: 8
direction: 1
## final cells by class
cell class	instances	share of cell area (%)
Sequential cell	17	31.6
Tap cell	108	10.0
Inverter	12	3.35
Clock inverter	1	0.372
Timing Repair Buffer	19	13.8
Clock buffer	3	3.07
Multi-Input combinational cell	74	37.8
## synthesized netlist by cell type
cell type / instances
nor3_1: 3
mux2_2: 1
inv_1: 12
o211a_1: 1
nand3b_1: 1
dfrtp_1: 17
and4_1: 1
clkbuf_1: 3
ha_1: 10
or3_1: 2
o22ai_1: 2
or4_1: 1
o211ai_1: 3
xnor2_1: 1
nor2b_1: 3
nand2b_1: 2
o31ai_1: 1
or2_2: 3
nor2_1: 8
o21ai_0: 5
nand2_1: 10
buf_6: 1
a211o_1: 7
or4_4: 1
a31oi_1: 1
xor2_1: 1
nand3_1: 6
Power figures rest on the tool's default switching activity, not on a simulated workload.
