File: ./config.mk
export PLATFORM = sky130hd
export DESIGN_NAME = square_wave_gen
export DESIGN_NICKNAME = square_wave_gen
export VERILOG_FILES = /design/flow/design.v
export SDC_FILE = /design/flow/constraint.sdc
export NUM_CORES = 4
export LEC_CHECK = 1
export CORE_AREA = 10 10 108 108
export DIE_AREA = 0 0 118 118
File: ./constraint.sdc
current_design square_wave_gen

set clk_period 4.3
set clk_io_pct 0.2

create_clock -name clk0 -period $clk_period [get_ports {clk}]

set non_clock_inputs [all_inputs -no_clocks]
set_input_delay [expr $clk_period * $clk_io_pct] -clock clk0 $non_clock_inputs
set_output_delay [expr $clk_period * $clk_io_pct] -clock clk0 [all_outputs]
File: ./design.v
`timescale 1ns / 1ps
module square_wave_gen #(
    parameter CLK_FREQ = 1_000_000,  
    parameter OUT_FREQ = 50_000         
)(
    input  wire clk,
    input  wire reset,
    output reg sq_wave
);
    integer counter;
    localparam integer HALF_PERIOD = CLK_FREQ / (2 * OUT_FREQ);
    always @(posedge clk) begin
        if (reset) begin
            counter <= 0;
            sq_wave <= 0;
        end else begin
            if (counter >= HALF_PERIOD - 1) begin
                counter <= 0;
                sq_wave <= ~sq_wave;
            end else begin
                counter <= counter + 1;
            end
        end
    end
endmodule
File: ./run.sh
#!/bin/bash
# OpenROAD 26Q1-2900-gdf79404cd8, Yosys 0.63+post, stock flow scripts
make -C /OpenROAD-flow-scripts/flow DESIGN_CONFIG=/design/flow/config.mk WORK_HOME=/design/flow/orfs finish
==> run summary <==
yosys + openroad results -> Worst path slowest cell or4_1, GP Congestion 0.836, Max-cap violations 0, Critical Path Max Stage Delay approximately 0.79 ns, Yosys chip area about 1600 um2, worst-margin pin slew between 0.8 and 0.9 ns, Total Power approximately 630 uW, maximum vdd drop between 0.00015 and 0.0002 V, EDFF count, synth 0, hold path startpoint counter[31], vias per std cell 4.55, Top cells by area dfxtp_1, a211oi_1, or4_1, CP arrival about 2.7 ns, crit-path cells ha_1 > nand4_2 > or4_1 > or4_1 > a211oi_1, cts repair resizes 0, FP Rows 35, Clk pin slew, worst setup/hold paths approximately 0.070 ns, hold_ws 0.461 ns, Power Density around 330 nW/um2, drt pass-1 iters 4, # hold bufs at CTS 0, H-tree depth 2, Die Y approximately 120 um, tool warnings 27, Detail Placement HPWL 2.14 mm, routed len/inst between 10 and 15 um, post-synthesis cell area between 1500 and 2000 um2, Slew headroom 0.434, CTS tree built, Setup TNS 0 ns, vias in the first global route roughly 1300, Post-CTS Setup Inserts 0, Cell Count, Final, Fillers Out approximately 320, hold crit path type register to register, crit end category register, Longest Clk Path Bufs 2, Crit Reg-Reg Startpoint counter[0], largest net degree at the start of global routing 25, drt drc 0, # fillers roughly 1000, first-pass GRT wire length approximately 5.9 mm, Seq share, synth 0.402, worst skew pair latency 0.28 ns, Initial DRC Count ~110, root buf cell clkbuf_8, share of layout cells above drive strength 1 0.0749, post-synthesis cell type with the largest instance count dfxtp_1, post-synthesis async set-or-reset flop share 0, Max FO, Critical Path 16, total core area between 9000 and 10000 um2, Final Hold Viols 0, Final ANT Viol Nets 0, P_leak slightly above 0.5 nW, Layout area overhead 16.1%, startpoint class of the critical path register, Congestion Overflow GR 0, number of cells on the worst hold path 2, Register-to-Register Path Depth 5, dpl cells about 300, #FFs+latches synth 33, initial antenna violation count 0, flop2flop setup slack between 1.5 and 2 ns, Die Span X 118 um, Most Frequent Cell on Critical Path or4_1, I/O pins 3, fp util 0.177, final WL ~3.4 mm, RSZ-0062 raised after global routing false, R2R Path End counter[22], worst setup path category register to register, cell count in the Yosys report between 150 and 200, Main synth FF type dfxtp_1, crit path DRT approximately 4.5 ns, commonest cells in the netlist dfxtp_1, nor3_1, a211oi_1, or4_1, o31ai_1, Inserted Diodes 0, clock sink count 33, Yosys top cell by area dfxtp_1, synthesized area per cell a little under 9 um2, Top cell area share 0.402, WHS Endpoint counter[31], Worst Skew 0.00159 ns, chip area between 10000 and 15000 um2, distinct lib cells 30, Post-Syn Instances 188, detailed-route via count ~1400, Final Max Slew Viols 0, highest clock rate 396 MHz, status completed, Final setup viols 0, crit path time final 2.53 ns, port bufs 2, Total GRT Usage 0.0484, Synth Warn # 1, Num CTS Buffers 5, fin crit share 0.588
-- worst max path at each step --
stage                      start          end  slack [ns]
after CTS             counter[0]  counter[30]        1.78
after global routing  counter[0]  counter[30]        1.55
final                 counter[0]  counter[22]        1.77
-- through the flow --
stage / worst slack [ns] / utilization / instance area [um2]
6_report: 1.77 / 0.206 / 1910
2_1_floorplan: 2.13 / - / 1650
3_5_place_dp: 1.79 / 0.193 / 1790
3_3_place_gp: 1.82 / 0.193 / 1790
5_1_grt: 1.55 / 0.206 / 1910
4_1_cts: 1.78 / 0.206 / 1910
-- layer usage --
layer	vias to the layer above	GRT usage	routed length, um
met3	7	0.0107	112
met4	0	0.00927	59
met1	687	0.0712	1740
met5	-	0	0
met2	28	0.0710	1470
li1	715	-	-
-- area by class of cell --
cell class / instances / area, um2 / share of cell area
multi-input combinational: 133 / 903 / 0.473
sequential: 33 / 661 / 0.346
tap: 129 / 161 / 0.0845
clock buffer: 7 / 86.3 / 0.0452
timing repair buffer: 4 / 35.0 / 0.0183
inverter: 9 / 33.8 / 0.0177
clock inverter: 1 / 30.0 / 0.0157
-- cells in the final DEF (no fill, tap or decap), drive strengths merged, types with 2 or more instances in the layout --
cell           synthesis  layout
dfxtp                 33      33
xor2                   2       2
or3                    4       4
nand2                  7       7
nand3                  8       8
nor4                   5       5
nand4                  7       7
or4                   18      18
nor3                  19      19
nor2                   3       3
o21ai                  4       4
o31ai                 13      13
buf                    5       2
a211oi                18      18
and4                   2       2
and3                   2       2
inv                    9       9
xnor2                 10      10
clkbuf                 8       7
ha                     3       3
clkdlybuf4s50          0       2
-- power by group --
| group | internal (mW) | switching, mW |
|---|---|---|
| clock network | 0.189 | 0.111 |
| logic | 0.00639 | 0.00933 |
| registers | 0.308 | 0.00268 |
| total | 0.503 | 0.123 |
-- flip-flops by register name (all words and copies together) (netlist names) --
name,cells
counter,32
sq_wave,1
-- kinds of logic after synthesis --
kind of cell,count (synthesis),synth area share
simple gates,80,0.291
compound gates,37,0.160
flops,33,0.402
buf+inv,22,0.0532
xor+xnor,12,0.0639
fa+ha+maj,3,0.0228
mux,1,0.00684
-- critical path: cells and delay by family, from the launching register on --
family                     cells  cell delay [ns]
AOI/OAI and AO/OA              1             0.23
DFF                            1             0.40
and+or+nand+nor                3             1.56
adders and majority gates      1             0.24
Power is estimated from default activity; no workload was simulated.
