## run.sh

```bash
#!/bin/bash
# OpenROAD 26Q1-2900-gdf79404cd8, Yosys 0.63+post, stock flow scripts
make -C /OpenROAD-flow-scripts/flow DESIGN_CONFIG=/design/flow/config.mk WORK_HOME=/design/flow/orfs finish
```

## config.mk

```make
export PLATFORM = sky130hd
export DESIGN_NAME = communication
export DESIGN_NICKNAME = communication
export VERILOG_FILES = /design/flow/design.v
export SDC_FILE = /design/flow/constraint.sdc
export NUM_CORES = 4
export LEC_CHECK = 1
export CORE_UTILIZATION = 30
```

## constraint.sdc

```tcl
current_design communication

set clk_period 5.4
set clk_io_pct 0.2

create_clock -name clk0 -period $clk_period [get_ports {sclk}]

set non_clock_inputs [all_inputs -no_clocks]
set_input_delay [expr $clk_period * $clk_io_pct] -clock clk0 $non_clock_inputs
set_output_delay [expr $clk_period * $clk_io_pct] -clock clk0 [all_outputs]
```

## design.v

```verilog
`timescale 1ns / 1ps
module communication(
    input rst,
    input sclk,
    input start,
    input [15:0] data,
    output reg bclk,
    output reg lrclk,
    output reg sd
    );
    integer i = 0;
    integer j = 16;
    reg lrclk_next; 
    initial begin 
        bclk <= 0;
        lrclk <= 0;
        lrclk_next <= 0;
        sd <= 0;
    end
    always @(posedge sclk) begin
        if (rst) begin 
            bclk <= 0;
            i <= 0;
        end
        else if (start) begin 
            if (i != 15) begin 
                i <= i + 1;
            end
            else begin 
                bclk <= ~bclk;
                i <= 0;
            end
        end
    end
    always @(posedge bclk) begin
        if (rst) begin
            j <= 16;
            lrclk <= 0;
            lrclk_next <= 0;
            sd <= 0;
        end
        else begin
            lrclk <= lrclk_next; 
            if (j != 1) begin
                sd <= data[j-1];
                j <= j - 1;
                lrclk_next = lrclk_next;
            end
            else if (j == 1) begin 
                sd <= data[0];
                j <= 16;
                lrclk = ~lrclk;
                lrclk_next = ~lrclk_next;
            end
        end
    end
endmodule   
```

==> notes.md <==
The following summarizes the physical implementation.

Global route
Entering global routing, the biggest net connects 36 pins. The via count of the first global-routing pass is between 2000 and 3000. The number of antenna violations at the first check in global routing came to 0.

The remaining global-route overflow is 0. The global-route total usage across every layer is 0.122. The first-pass GRT wire length is between 10 and 15 mm.

Critical path
The capturing element type of the critical path is a register. STA classifies the critical path startpoint as an input pin. The setup slack of the worst register-to-register path is 3.11 ns. The largest driver fanout on the critical path is 8. The worst setup path is of the input pin to register kind. According to the timing report, the arrival time at the worst endpoint equals 3.45 ns. For the worst setup path, the data required time is 5.60 ns.

CTS
The number of buffers added by the clock tree synthesis step is 5. The number of resized instances in the post-cts repair step is 0. TritonCTS built the clock tree.

Clock tree synthesis selected as its root buffer the cell sky130_fd_sc_hd__clkbuf_8. The maximum number of buffers from clock root to sink is 2. In this run the post-CTS setup repair buffer count came out at 0. The clock transition at the registers of the reported paths is 0.06 ns.

The clock insertion delay at the later pin of the skew report is 0.28 ns. After clock tree synthesis, the flow added hold-fix buffers numbering 0. CTS built an H-tree with a depth of 2.

Route
The post-detailed-routing wire length is 6.30 mm. The number of DRC markers in iteration 0 is 215. The tally of nets with antenna violations remaining after routing is 0. Routed signal wires occupy layers up through met4.

In the routed layout, each cell is associated on average with a via count of 4.94. In the log, the iteration count for the first detailed-route pass is 4. The routed length on met1 is 3.17 mm. TritonRoute reported its final design rule violation total as 0. Summed over all nets, wire length on met3 after detailed routing comes to just over 200 µm. In the routed netlist, the antenna diode instances number 0. In the final routed layout, each cell accounts on average for 11.8 µm. The met2 wire length is 2.86 mm. The total via count after detailed routing is 2646.

Die
The die outline height is ~110 µm. In the floorplan report the effective utilization is 0.314. The I/O pin count is 22. Per the OpenROAD floorplan log, the area of the die is 11400 µm². The area of the placeable core is around 10000 µm².

In this run the core area contains 37 standard-cell rows. Per the OpenROAD floorplan log, the width of the die is 107 µm.

Final timing
Headroom to the max-slew limit came out at 0.464. Setup repair after global routing left no endpoint under its margin. The achievable frequency is 307 MHz. For this run, the final setup violation count is recorded as 0.

Summed over all failing endpoints, the final setup total negative slack is 0 ns. Dividing the final minimum period by the clock period gives 0.602. Pins over their slew limit in the final report were tallied at 0. 36 endpoints have no timing constraint. For reference, the final report shows the hold violation count at 0. The routed design could run at a clock period as short as 3.25 ns. The post-route worst setup slack is 2.15 ns. The timer found 34 register pins that no clock reaches; their paths are not timed. The transition time at the pin with the least slew margin is 0.802 ns.

The setup clock skew after layout is 0.00313 ns. The tightest hold path in the finished design has a slack of roughly 0.53 ns.

Synth
The post-synthesis simple-gate area fraction is 0.312. In the Yosys stats the netlist draws on 46 distinct library cells. Averaged over all synthesized cells, the footprint is around 8.5 µm². The total cell area reported by yosys after synthesis is between 3000 and 4000 µm². Per the synthesis report, the adder-cell share of the synthesized area is 0.0114. The sequential fraction of the synthesis area is 0.409. The synthesis report lists the Yosys warning total as 1. The number of enable flip-flop cells is 0.

The synthesized design contains 67 register bits. Synthesis produced a netlist whose cell count is 386. The async set or reset register ratio after synthesis is 0. The xor-xnor portion of the synthesized cell area is 0.128. The post-synthesis instance area is 3280 µm². The area fraction of the largest cell type after synthesis is 0.409. The most area-hungry cell type in the Yosys netlist is sky130_fd_sc_hd__dfxtp_1. The top logic cell family in the synthesized netlist is simple AND/OR/NAND/NOR gates.

For reference, the top cells by area after synthesis are sky130_fd_sc_hd__dfxtp_1 (41%), sky130_fd_sc_hd__xnor2_1 (8.8%), sky130_fd_sc_hd__nor2_1 (8.3%), sky130_fd_sc_hd__xor2_1 (4.0%), sky130_fd_sc_hd__nor4_1 (3.8%). The compound-cell area share of the yosys netlist is 0.0644. The mux contribution to synthesized area is 0.0400. The cell count in the Yosys report is approximately 390. For this run, the leading register cell type out of synthesis is sky130_fd_sc_hd__dfxtp_1.

Flow run
Per the run summary, max-cap violations total 0. The warning total across the stage logs is 26.

Placement
Buffers placed on the I/O ports in this run total 21. At the placement stage, the worst setup path has a slack of roughly 1.9 ns. The placed instances occupy a cell area of 3600 µm².

The weighted congestion at the end of routability-driven global placement is 0.835. Detailed placement finished with a half-perimeter wire length of ~4.6 mm.

Power
In this run the static leakage power is 1.21 nW. Dividing total power by cell area gives a power density of around 120 nW/µm². The largest vdd supply drop is 0.126 mV.

Worst hold path
The min-delay analysis places its worst path in the category register to register.

Run status
The run finished with clean final reports.

Layout
Per the final layout report, the fraction of cells sized above drive strength 1 comes to 0.0675. The filler cells instantiated in the layout total about 1100. The layout overhead on the synthesized area is 12.3%.

For the completed layout, the total cell area is recorded as 3690 µm².
[final timing paths]
| kind | from | end | cells past startpoint |
|---|---|---|---|
| worst max-delay path | start | i[25] | 6 |
| worst min-delay path | i[29] | i[29] | 2 |
| worst max register to register | i[6] | i[25] | 5 |
| worst min register to register | i[29] | i[29] | 2 |
[area by class of cell]
| class | instances | area [µm²] | area share |
|---|---|---|---|
| Clock buffer | 7 | 86.3 | 0.0234 |
| Multi-Input combinational cell | 293 | 1830 | 0.495 |
| Sequential cell | 67 | 1340 | 0.364 |
| Tap cell | 136 | 170 | 0.0462 |
| Timing Repair Buffer | 23 | 225 | 0.0611 |
| Inverter | 10 | 37.5 | 0.0102 |
[power breakdown]
group          internal [W]  switching, W  total (W)
registers          0.000245    0.00000210   0.000247
logic             0.0000172     0.0000135  0.0000306
clock network      0.000101     0.0000806   0.000182
total              0.000363     0.0000962   0.000460
[synth_stat cells, types with 3 or more instances]
library cell               count
sky130_fd_sc_hd__nor2_1       73
sky130_fd_sc_hd__dfxtp_1      67
sky130_fd_sc_hd__xnor2_1      33
sky130_fd_sc_hd__nand2_1      25
sky130_fd_sc_hd__nor4_1       20
sky130_fd_sc_hd__nor3_1       19
sky130_fd_sc_hd__a21oi_1      15
sky130_fd_sc_hd__xor2_1       15
sky130_fd_sc_hd__nand3_1      14
sky130_fd_sc_hd__clkbuf_1     11
sky130_fd_sc_hd__inv_1        10
sky130_fd_sc_hd__nand4_1      10
sky130_fd_sc_hd__o21ai_0       9
sky130_fd_sc_hd__or3_1         8
sky130_fd_sc_hd__or4_1         7
sky130_fd_sc_hd__and3_1        4
sky130_fd_sc_hd__mux4_2        4
sky130_fd_sc_hd__ha_1          3
sky130_fd_sc_hd__mux2i_1       3
sky130_fd_sc_hd__or2_2         3
[layout by cell type, fill, tap and decap left out, drive strengths merged, types with 3 or more instances in the layout]
master | Yosys | layout
ha | 3 | 3
inv | 10 | 10
or4 | 10 | 10
nand4 | 11 | 11
or2 | 3 | 3
nor3 | 19 | 19
xor2 | 15 | 15
or3 | 8 | 8
and3 | 4 | 4
mux4 | 4 | 4
dfxtp | 67 | 67
nand3 | 15 | 15
a21oi | 15 | 15
xnor2 | 33 | 33
mux2i | 3 | 3
nor4 | 21 | 21
o21ai | 9 | 9
clkbuf | 12 | 7
nand2 | 25 | 25
nor2 | 73 | 73
clkdlybuf4s50 | 0 | 21
[metrics by stage]
stage	instances	utilization	power, W
6_report	536	0.352	0.000460
5_1_grt	536	0.352	0.000483
4_1_cts	536	0.352	0.000465
3_5_place_dp	529	0.344	0.000284
3_3_place_gp	529	0.344	0.000284
2_1_floorplan	386	-	0.000269
[registers in the layout, indices dropped and copies added, names as in the netlist]
name / count
i: 32
j: 32
bclk: 1
lrclk: 1
sd: 1
[per-layer routing]
metal  vias to the layer above  track usage
li1                       1390            -
met2                        45        0.200
met1                      1207        0.179
met3                         4       0.0161
met4                         0       0.0137
met5                         -            0
[worst max-delay path, stage by stage]
cell and delay (ns):
sky130_fd_sc_hd__clkdlybuf4s50_1 0.61, sky130_fd_sc_hd__nand3_2 0.14, sky130_fd_sc_hd__or4_4 0.61, sky130_fd_sc_hd__or4_1 0.53
sky130_fd_sc_hd__or3_1 0.34, sky130_fd_sc_hd__a21oi_1 0.14
[cell families (layout without fill, tap and decap cells)]
logic type                 count (synthesis)  in the layout
adders and majority gates                  3              3
DFF                                       67             67
muxes                                      8              8
buffers and inverters                     26             40
xor gates and xnor gates                  48             48
AOI/OAI and AO/OA                         35             35
and+or+nand+nor                          199            199
No activity file was given, so power comes from the tool's default toggle rates.
